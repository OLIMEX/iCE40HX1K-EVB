===== flow/config.mk =====
export PLATFORM = sky130hd
export DESIGN_NAME = top
export DESIGN_NICKNAME = top
export VERILOG_FILES = /design/flow/design.v
export SDC_FILE = /design/flow/constraint.sdc
export NUM_CORES = 4
export LEC_CHECK = 1
export CORE_UTILIZATION = 30

===== flow/constraint.sdc =====
current_design top

set clk_period 1.8
set clk_io_pct 0.2

create_clock -name clk0 -period $clk_period [get_ports {CLK}]

set non_clock_inputs [all_inputs -no_clocks]
set_input_delay [expr $clk_period * $clk_io_pct] -clock clk0 $non_clock_inputs
set_output_delay [expr $clk_period * $clk_io_pct] -clock clk0 [all_outputs]

===== flow/design.v =====
module top(						 
	CLK,
	BUT1,
	BUT2,
	LED1,
	LED2
);
input			CLK;				 
input			BUT1;				 
input			BUT2;				 
output			LED1;				 
output			LED2;				 
reg			BUT1_r;				 
reg			BUT2_r;				 
reg			LED1_m0_r;			 
reg			LED2_m0_r;			 
reg			LED1_m1_r;			 
reg			LED2_m1_r;			 
reg		[14:0]	cntr;				 
reg		[14:0]	rst_cnt=0;			 
reg			mode=1;				 
reg		[11:0]	clk_div;			 
wire			clk_24KHz;			 
wire			reset;				 
assign reset = rst_cnt[14];				 
assign LED1 = mode ? LED1_m1_r : LED1_m0_r;		 
assign LED2 = mode ? LED2_m1_r : LED2_m0_r;		 
assign clk_24KHz = clk_div[11];				 
always @ (posedge CLK) begin				 
	clk_div <= clk_div + 12'b1;
end
always @ (posedge clk_24KHz) begin			 
	BUT1_r <= BUT1;					 
	BUT2_r <= BUT2;					 
	cntr <= cntr + 15'd1;				 
	if(reset == 1'b0) begin				 
		rst_cnt <= rst_cnt + 15'd1;		 
	end
	if(BUT1_r == 1'b0 && BUT2_r == 1'b0 && reset == 1'b1) begin	 
		mode <= mode ^ 1'b1;					 
		rst_cnt <= 15'd0;					 
	end
	LED1_m0_r <= ~BUT1_r;				 
	LED2_m0_r <= ~BUT2_r;				 
	if(cntr == 15'd12207) begin			 
		LED1_m1_r <=  1'b0;			 
		LED2_m1_r <=  1'b1;			 
	end
	if(cntr > 15'd24414) begin			 
		cntr <= 15'd0;				 
		LED1_m1_r <=  1'b1;			 
		LED2_m1_r <=  1'b0;			 
	end
end
endmodule

===== flow/run.sh =====
#!/bin/bash
# OpenROAD 26Q1-2900-gdf79404cd8, Yosys 0.63+post, stock flow scripts
make -C /OpenROAD-flow-scripts/flow DESIGN_CONFIG=/design/flow/config.mk WORK_HOME=/design/flow/orfs finish

==> flow_results.org <==
#+TITLE: Flow metrics

** Run status
- The run finished with clean final reports.

** Power and ir drop
- Post-layout power :: 493 µW
- Switching power as a fraction of the total was reported as 15.5%.
- Of the total power, combinational logic draws 0.9%.
- Power spread over the standard cell area amounts to 229 nW/µm².
- Leakage :: 0.762 nW
- Sequential fraction of design power :: 54.2%
- Internal power consumption :: 416 µW
- The worst VDD IR drop from the latest analysis is 0.756 mV.
- In this run the power spent charging and discharging nets is 76.6 µW.
- Clock network fraction of total power :: 45.0%

** Drt
- The wire length recorded after detailed routing is 2860 µm.
- Total vias in the final route :: 1339
- Antenna viol nets, final :: 0
- In the routed netlist, the antenna diode instances number 0.
- The first TritonRoute pass finished after 4 iterations.
- The violation tally recorded at the end of detailed-routing iteration 0 is 73.
- In the routed design, unresolved DRC markers number 0.
- Wire length per cell :: 9.73 µm
- The script logs the ratio of routed vias to standard cells as 4.55.

** CTS
- TritonCTS built the clock tree.
- CTS Buffer Depth :: 2
- Hold-fix buffers at CTS :: 0
- The clock reaches the later pin of the worst-skew pair after 230 ps.
- The report lists the number of cells resized after CTS as 0.
- Number of buffers inserted during clock tree synthesis :: 3
- In this run the number of H-tree levels came out at 1.
- CTS Root Cell :: clkbuf_8
- The number of setup buffers added after CTS is 0.
- Looking at the worst setup and hold paths, the clock pins of their registers show a slew of 50 ps.

** Placed design
- Setup Slack @ Placement :: 596 ps
- For this run the detailed placement stage logged an HPWL of 2060 µm.
- Routability congestion estimate :: 0.765
- Detailed placement reports a standard cell area of 2110 µm².
- Port Buf Inserts :: 4

** Synthesis
- Number of different library cells in the post-synthesis netlist :: 30
- Adder-cell share of the synthesized area :: 2.51%
- Cell area after synthesis :: 2000 µm²
- Dominant cell area share :: 48.2%
- Counting every instance in the synthesized netlist gives 213.
- In the Yosys report, the sequential cells make up 49.7% of the chip area.
- By area the synthesized netlist is led by dfxtp_1, xnor2_1, nor2_1, nand3_1, xor2_1.
- Looking at the cell usage after synthesis, the top flip-flop cell is dfxtp_1.
- Synth async-reset ratio :: 0%
- After synthesis, the largest family of logic cells by area is simple AND/OR/NAND/NOR gates.
- Post-synth mux share :: 1.63%
- Most common cell in the netlist :: dfxtp_1
- Dominant cell type by area after synthesis :: dfxtp_1
- Total number of yosys warnings :: 1
- Counting instances in the post-synthesis netlist gives the leading cell types as dfxtp_1, nor2_1, xnor2_1.
- Counting flops and latches in the post-synthesis netlist gives 49.
- The area recorded from the Yosys report for this design is 2000 µm².
- Xor-xnor portion of the synthesized cell area :: 14.5%
- Complex-gate fraction of the synthesized area :: 3.32%
- Average size of a mapped cell :: 9.37 µm²
- The synthesized netlist was found by Yosys to have 213 cells.
- Number of enable-type register cells in the synthesized netlist :: 1
- For reference, simple AND, OR, NAND and NOR cells occupy 24.6% of the area reported after synthesis.

** Worst setup path
- Cell Chain, Critical Path :: ha_1, and3_1, and3_1, xor2_1
- Buffer-and-inverter tally for the worst setup path :: 0
- Kind of critical path :: flip-flop to flip-flop
- Cell depth of the worst setup path :: 4
- Top cell family by delay on the critical path :: simple AND/OR/NAND/NOR gates
- The data required time reported for the critical path is 1920 ps.
- Highest-delay cell along the critical path :: dfxtp_1
- STA shows the worst reg2reg path with a cell count of 4.
- Most frequent CP cell :: and3_1
- STA classifies the critical path startpoint as a flip-flop.
- Among all stages on the critical path, the maximum delay recorded is 330 ps.
- In this run the worst path has a maximum fanout of 5.
- STA classifies the critical path endpoint as a flip-flop.
- The data arrival time reported for the critical path is 1330 ps.

** Timing
- Setup-violating endpoint count in the final report :: 0
- Per the timing report, the achievable frequency comes out to 828 MHz.
- Setup slack after layout :: 593 ps
- Share of the clock period used by the worst path :: 67.1%
- Per the final timing report, the hold violations number 0.
- Looking at the max-slew report, the worst-margin pin has a slew of 565 ps.
- Across the routed clock network, the largest skew measured is 2.47 ps.
- Setup repair after global routing left no endpoint under its margin.
- Across all checked pins, the minimum headroom to the slew limit is 62.4%.
- Final worst path period need :: 1210 ps
- Adding up every negative setup slack in the final design gives 0 ps.
- Endpoints left unconstrained :: 40
- Final tally of max-slew violations :: 0
- Count of unclocked register or latch pins :: 37

** GRT
- The global route stage reports its total congestion overflow as 0.
- The number of global-route vias before repair came to 1173.
- Wire length of the first global-routing pass :: 5000 µm
- All-Layer GR Usage :: 8.41%
- The number of antenna violations at the first check in global routing came to 0.
- Entering global routing, the biggest net connects 38 pins.

** Floorplanning
- Row cnt :: 29
- Area of the core region :: 6390 µm²
- Die Span X :: 83.6 µm
- From bottom edge to top edge, the die measures 83.6 µm.
- 5 I/O pins were placed.
- The floorplan step records an initial core utilization of 31.2%.
- Chip Footprint :: 6980 µm²

** Finish
- For the completed layout, the total cell area is recorded as 2150 µm².
- The post-route netlist has 4.15% of its cells at a drive strength greater than 1.
- The flow measured a signed area growth from synthesis to layout of 7.90%.
- Final core utilization :: 33.7%

** Hold path
- Depth of the worst hold-timing path :: 1
- Min-Delay Path Class :: flip-flop to flip-flop

** Job
- Number of maximum-capacitance constraint violations :: 0
- OpenROAD warning count :: 26
==> final timing paths <==
path                   start           to  slack (ps)
setup / recovery  clk_div[0]  clk_div[10]         590
hold / removal    clk_div[0]   clk_div[0]         420
setup reg to reg  clk_div[0]  clk_div[10]         590
hold reg to reg   clk_div[0]   clk_div[0]         420
==> layout make-up <==
class,count,area [µm²]
repair buffers,6,55.1
clock buffers,3,41.3
inverters,11,41.3
fillers,645,4230
flip-flops and latches,49,991
well taps,77,96.3
multi-input cells,148,928
==> flip-flops by register name, indices dropped and copies added, names as in the netlist <==
signal	cells
BUT1_r	1
BUT2_r	1
LED1_m0_r	1
LED1_m1_r	1
LED2_m0_r	1
LED2_m1_r	1
clk_div	12
cntr	15
mode	1
rst_cnt	15
==> cell usage in the layout, fill, tap and decap left out, drive strengths merged <==
master         netlist  final
a211o                1      1
nor2b                1      1
nand4b               2      2
and3                 7      7
o21bai               1      1
nor4                 8      8
xor2                 8      8
mux2                 2      2
mux2i                1      1
nor2                33     33
clkdlybuf4s50        0      4
or3                  4      4
nand4                7      7
a21oi                3      3
xnor2               25     25
edfxtp               1      1
buf                  3      2
clkbuf               2      3
a211oi               1      1
nor3                10     10
nand2b               1      1
nand3               14     14
dfxtp               48     48
ha                   4      4
o31ai                1      1
inv                 11     11
o21ai                3      3
nand2               10     10
or4b                 1      1
==> power groups by stage <==
stage	Combinational [mW]	Sequential [mW]	Clock [mW]
after CTS	0.00432	0.267	0.229
after global routing	0.00456	0.266	0.241
final	0.00428	0.267	0.221
==> cell families (layout without fill, tap and decap cells) <==
family	count (synthesis)	after routing
AND-OR/OR-AND	10	10
XOR/XNOR	33	33
adder cells (fa/ha/maj)	4	4
buffers and inverters	16	20
flip-flops	49	49
multiplexers	3	3
AND/OR/NAND/NOR	98	98
==> per-stage QoR <==
step	cells	hold WS [ps]
2_1_floorplan	213	391
3_3_place_gp	291	406
3_5_place_dp	291	412
4_1_cts	294	425
5_1_grt	294	450
6_report	294	420
==> routing by layer <==
layer  GRT usage [%]  vias to the layer above  wire [µm]
li1                -                      728          -
met1            13.6                      603       1620
met2            12.9                        8       1160
met3            1.51                        0         85
met4           0.154                        0          0
met5               0                        -          0
Power is estimated from default activity; no workload was simulated.
