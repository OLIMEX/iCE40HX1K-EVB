==> flow/design.v <==
module led_but_ex1(
	CLK,
	BUT1,
	BUT2,
	LED1,
	LED2
);
input			CLK;
input			BUT1;
input			BUT2;
output			LED1;
output			LED2;
reg				BUT1_r;
reg				BUT2_r;
reg				LED1_m0_r;
reg				LED2_m0_r;
reg				LED1_m1_r;
reg				LED2_m1_r;
reg		[14:0]	cntr;
reg		[14:0]	rst_cnt;
reg				mode;
reg		[11:0]	clk_div;
wire			clk_24KHz;
wire			reset;
assign reset = rst_cnt[14];
assign LED1 = ~mode ? LED1_m1_r : LED1_m0_r;
assign LED2 = ~mode ? LED2_m1_r : LED2_m0_r;
assign clk_24KHz = clk_div[11];
always @ (posedge CLK) begin
	clk_div <= clk_div + 12'b1;
end
always @ (posedge clk_24KHz) begin
	BUT1_r <= BUT1;
	BUT2_r <= BUT2;
	cntr <= cntr + 15'd1;
	if(reset == 1'b0) begin
		rst_cnt <= rst_cnt + 28'd1;
	end
	if(BUT1_r == 1'b0 && BUT2_r == 1'b0 && reset == 1'b1) begin
		mode <= mode ^ 1'b1;
		rst_cnt <= 28'd0;
	end
	LED1_m0_r <= ~BUT1_r;
	LED2_m0_r <= ~BUT2_r;
	if(cntr == 15'd12207) begin
		LED1_m1_r <=  1'b0;
		LED2_m1_r <=  1'b1;
	end
	if(cntr > 15'd24414) begin
		cntr <= 15'd0;
		LED1_m1_r <=  1'b1;
		LED2_m1_r <=  1'b0;
	end
end
endmodule
==> flow/run.sh <==
#!/bin/bash
# OpenROAD 26Q1-2900-gdf79404cd8, Yosys 0.63+post, stock flow scripts
make -C /OpenROAD-flow-scripts/flow DESIGN_CONFIG=/design/flow/config.mk WORK_HOME=/design/flow/orfs finish
==> flow/config.mk <==
export PLATFORM = sky130hd
export DESIGN_NAME = led_but_ex1
export DESIGN_NICKNAME = led_but_ex1
export VERILOG_FILES = /design/flow/design.v
export SDC_FILE = /design/flow/constraint.sdc
export NUM_CORES = 4
export LEC_CHECK = 1
export CORE_AREA = 10 10 112 112
export DIE_AREA = 0 0 122 122
==> flow/constraint.sdc <==
current_design led_but_ex1

set clk_period 1.8
set clk_io_pct 0.2

create_clock -name clk0 -period $clk_period [get_ports {CLK}]

set non_clock_inputs [all_inputs -no_clocks]
set_input_delay [expr $clk_period * $clk_io_pct] -clock clk0 $non_clock_inputs
set_output_delay [expr $clk_period * $clk_io_pct] -clock clk0 [all_outputs]
==> run_results.csv <==
group,metric,value,unit
global_routing,grt_overflow,0,
placement,port_buffers,4,
floorplan,fp-utilization,20.1,%
global_routing,track_usage,4.55,%
floorplan,die_x,122,µm
flow_run,maxCapViolCount,0,
sta,finalClockPeriodUsage,71.9,%
synth,topCellsByArea,"dfxtp_1 (47%), xnor2_1 (9.4%), a21oi_2 (4.3%), xor2_1 (4.3%), nor2_1 (3.5%)",
sta,tightest_slew,862,ps
clock_network,root_buffer,"clkbuf_8",
status,outcome,"completed",
clock_network,clk_path_buf_depth,2,
synth,top_area_cell,"dfxtp_1",
sta,slew_violations,0,
synth,ys.flops,49,
global_routing,grt_max_degree,38,
floorplan,ios,5,
finish,fin_area,2310,µm²
critical_path,crit_type,"reg2reg",
sta,fin_crit,1290,ps
hold_path,hold_path.class,"reg2reg",
critical_path,critPathCaptureType,"flop",
critical_path,cp_data_arrival_time,1430,ps
critical_path,path_buffers,0,
clock_network,tritoncts,"built",
drt,drc,0,
finish,nFillCells,1059,
floorplan,num_rows,37,
clock_network,ctsHoldBuffers,0,
sta,final-hold-violation-count,0,
synth,synth_area,2060,µm²
clock_network,clk_pin_slew_worst_paths,50,ps
power_and_ir_drop,p_leak,0.796,nW
global_routing,grt_first_pass_wirelength,6040,µm
synth,synthDistinctLibCells,34,
synth,synth_stat.cells,219,
finish,final_util,22.5,%
floorplan,die_h,122,µm
synth,syn_area_per_cell,9.40,µm²
synth,ys_warn_count,1,
placement,gp_congestion,0.842,
critical_path,required,1930,ps
synth,synth_seq_share,48.1,%
critical_path,crit_family,"simple AND/OR/NAND/NOR gates",
drt,antenna_cells,0,
power_and_ir_drop,pwr-share-seq,47.7,%
global_routing,first_global_vias,1341,
clock_network,cts-resized-gates,0,
placement,dp_hpwl,2360,µm
placement,place_ws,497,ps
drt,dr.pass1.iters,4,
power_and_ir_drop,p_sw,0.0950,mW
drt,viasPerCell,4.00,
flow_run,warnings,26,
clock_network,cts_setup_buffers,0,
power_and_ir_drop,p_sw_share,17.0,%
synth,synth.top_cell.area_share,46.7,%
drt,first_iter_violations,78,
power_and_ir_drop,internal_power,0.463,mW
power_and_ir_drop,p_comb_share,0.7,%
power_and_ir_drop,pwr-share-clk,51.5,%
drt,vias,1435,
sta,rsz0062_at_grt,"false",
sta,fmax,772,MHz
clock_network,clock_latency,240,ps
sta,unclocked_pins,37,
drt,ant_nets,0,
drt,wl_per_cell,8.98,µm
power_and_ir_drop,ir_drop,551,µV
floorplan,chipArea,14900,µm²
sta,final.setup.worst_slack,505,ps
critical_path,crit_chain,"nand3_1 > nor3_1 > nand3_1 > xnor2_1",
sta,fin_setup_tns,0,ps
floorplan,fp.coreArea,10200,µm²
synth,syn_inst,219,
finish,drive_gt1_share,7.62,%
sta,clock_skew,5.55,ps
sta,finalSetupViolations,0,
global_routing,antenna_found_initial,0,
power_and_ir_drop,power_density,242,nW/µm²
critical_path,path_common_cell,"nand3_1",
clock_network,cts_buffers,3,
synth,ys_chip_area,2060,µm²
sta,untimed_endpoints,40,
placement,placed_area,2250,µm²
sta,slew-limit-headroom,42.5,%
clock_network,cts_max_level,1,
critical_path,cp_max_fo,4,
critical_path,critical_path.max_stage_delay,380,ps
drt,drt-total-wl,3230,µm
critical_path,worst_path_max_delay_cell,"dfxtp_1",
finish,syn_to_final_growth,12.0,%
critical_path,worst_setup_path_start_kind,"flop",
## Yosys cell counts
| master | number |
|---|---|
| xor2_1 | 10 |
| dfxtp_1 | 48 |
| and3_1 | 7 |
| a31oi_1 | 3 |
| a21oi_2 | 10 |
| nor4_1 | 4 |
| buf_2 | 2 |
| mux2i_1 | 1 |
| nand4b_1 | 1 |
| xnor2_1 | 22 |
| nand3_1 | 12 |
| or4_1 | 2 |
| mux2_2 | 1 |
| o31ai_1 | 1 |
| nor3_1 | 7 |
| clkbuf_1 | 3 |
| o21ai_0 | 4 |
| nand2b_1 | 1 |
| nor2b_1 | 1 |
| nor4b_1 | 1 |
| and4_1 | 3 |
| inv_1 | 12 |
| edfxtp_1 | 1 |
| or3_1 | 4 |
| a22oi_1 | 1 |
| o22ai_1 | 1 |
| a21oi_1 | 10 |
| buf_6 | 1 |
| nor2_1 | 19 |
| nand4_1 | 8 |
| and2_1 | 1 |
| nand2_1 | 12 |
| ha_1 | 4 |
| a21o_1 | 1 |
## state kept, by name, summed over array words and instances, names as in the netlist
| name | flops |
|---|---|
| BUT1_r | 1 |
| LED1_m1_r | 1 |
| clk_div | 12 |
| LED2_m0_r | 1 |
| LED1_m0_r | 1 |
| BUT2_r | 1 |
| LED2_m1_r | 1 |
| cntr | 15 |
| mode | 1 |
| rst_cnt | 15 |
## cell families (layout without fill, tap and decap cells)
| logic type | Yosys count | after routing | synth area share, % |
|---|---|---|---|
| AOI/OAI and AO/OA | 31 | 31 | 9.97 |
| and+or+nand+nor | 83 | 83 | 21.0 |
| adders and majority gates | 4 | 4 | 2.43 |
| muxes | 2 | 2 | 1.03 |
| buffers and inverters | 18 | 22 | 3.77 |
| xor gates and xnor gates | 32 | 32 | 13.6 |
| DFF | 49 | 49 | 48.1 |
## layout by cell type, fill, tap and decap left out, drive strengths merged, types with 4 or more instances in the layout
| cell | count |
|---|---|
| dfxtp | 48 |
| xnor2 | 22 |
| a21oi | 20 |
| nor2 | 19 |
| inv | 12 |
| nand2 | 12 |
| nand3 | 12 |
| xor2 | 10 |
| nand4 | 8 |
| nor3 | 7 |
| and3 | 7 |
| o21ai | 4 |
| or3 | 4 |
| nor4 | 4 |
| ha | 4 |
| clkbuf | 4 |
| clkdlybuf4s50 | 4 |
## power groups by stage
stage / sequential [mW] / combinational, mW / clock, mW
after CTS: 0.266 / 0.00430 / 0.296
after global routing: 0.266 / 0.00436 / 0.313
final: 0.266 / 0.00418 / 0.287
## routing by layer
metal	track usage (%)	vias to the layer above	share of wire, %
li1	-	762	-
met3	0.704	2	2.3
met5	0	-	0
met2	7.17	10	43
met4	0.224	0	0.40
met1	6.79	661	55
## layout make-up
type	count	area [µm²]	share of cell area, %
repair buffers	6	55.1	2.39
clock buffers	4	55.1	2.39
inverters	12	45.0	1.95
flip-flops and latches	49	991	43.0
multi-input cells	152	990	42.9
well taps	136	170	7.38
## per-stage QoR
step                      total power, mW  std cells  hold WS, ps
after floorplan                     0.272        219          370
after global placement              0.276        355          384
after detailed placement            0.276        355          388
after CTS                           0.567        359          401
after global routing                0.584        359          428
final                               0.558        359          398
## path summary, 6_finish.rpt
| path | from | endpoint | slack (ps) | cells past startpoint |
|---|---|---|---|---|
| min | clk_div[0]$_DFF_P_ | clk_div[0]$_DFF_P_ | 400 | 1 |
| max reg2reg | clk_div[2]$_DFF_P_ | clk_div[11]$_DFF_P_ | 510 | 4 |
| max | clk_div[2]$_DFF_P_ | clk_div[11]$_DFF_P_ | 510 | 4 |
| min reg2reg | clk_div[0]$_DFF_P_ | clk_div[0]$_DFF_P_ | 400 | 1 |
No activity file was given, so power comes from the tool's default toggle rates.
